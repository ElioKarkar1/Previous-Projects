==> design/flow/design.v <==
`timescale 1ns / 1ps
module hex7seg(
input [3:0] n,
output [7:0] seg
    );
    assign seg[0] = (~n[3]&~n[2]&~n[1]&n[0])|(~n[3]&n[2]&~n[1]&~n[0])|(n[3]&~n[2]&n[1]&n[0])|(n[3]&n[2]&~n[1]&n[0]);
    assign seg[1] = (~n[3]&n[2]&~n[1]&n[0])|(~n[3]&n[2]&n[1]&~n[0])|(n[3]&~n[2]&n[1]&n[0])|(n[3]&n[2]&~n[1]&~n[0])|(n[3]&n[2]&~n[1]&~n[0])|(n[3]&n[2]&n[1]&~n[0])|(n[3]&n[2]&n[1]&n[0]);
    assign seg[2] = (~n[3]&~n[2]&n[1]&~n[0])|(n[3]&n[2]&~n[1]&~n[0])|(n[3]&n[2]&n[1]&~n[0])|(n[3]&n[2]&n[1]&n[0]);
    assign seg[3] = (~n[3]&~n[2]&~n[1]&n[0])|(~n[3]&n[2]&n[1]&n[0])|(n[3]&~n[2]&~n[1]&n[0])|(n[3]&n[2]&n[1]&n[0])|(n[3]&~n[2]&n[1]&~n[0])|(~n[3]&n[2]&~n[1]&~n[0]);
    assign seg[4] = (~n[3]&~n[2]&~n[1]&n[0])|(~n[3]&~n[2]&n[1]&n[0])|(~n[3]&n[2]&~n[1]&~n[0])|(~n[3]&n[2]&n[1]&n[0])|(n[3]&~n[2]&~n[1]&n[0])|(~n[3]&n[2]&~n[1]&n[0]);
    assign seg[5] = (~n[3]&~n[2]&~n[1]&n[0])|(~n[3]&~n[2]&n[1]&~n[0])|(~n[3]&~n[2]&n[1]&n[0])|(~n[3]&n[2]&n[1]&n[0])|(n[3]&n[2]&~n[1]&n[0]);
    assign seg[6] = (~n[3]&~n[2]&~n[1]&~n[0])|(~n[3]&~n[2]&~n[1]&n[0])|(~n[3]&n[2]&n[1]&n[0])|(n[3]&n[2]&~n[1]&~n[0]);
endmodule
==> design/flow/run.sh <==
#!/bin/bash
# OpenROAD 26Q1-2900-gdf79404cd8, Yosys 0.63+post, stock flow scripts
make -C /OpenROAD-flow-scripts/flow DESIGN_CONFIG=/design/flow/config.mk WORK_HOME=/design/flow/orfs finish
==> design/flow/config.mk <==
export PLATFORM = sky130hd
export DESIGN_NAME = hex7seg
export DESIGN_NICKNAME = hex7seg
export VERILOG_FILES = /design/flow/design.v
export SDC_FILE = /design/flow/constraint.sdc
export NUM_CORES = 4
export LEC_CHECK = 1
export CORE_AREA = 10 10 70 70
export DIE_AREA = 0 0 80 80
==> design/flow/constraint.sdc <==
current_design hex7seg

set clk_period 1.0
set clk_io_pct 0.2

create_clock -name clk0 -period $clk_period

set non_clock_inputs [all_inputs -no_clocks]
set_input_delay [expr $clk_period * $clk_io_pct] -clock clk0 $non_clock_inputs
set_output_delay [expr $clk_period * $clk_io_pct] -clock clk0 [all_outputs]
==> flow_summary.ini <==
; generated from flow reports
[run_status]
status = finished, violations left
violated_checks = negative setup slack

[final_timing]
post-route-min-period_ps = 1300
share_of_the_clock_period_used_by_the_worst_path_pct = 130
final-setup-viol-count = 6
rsz0062_at_grt = true
report.final.hold_viol_count = 0
tns_ps = -1030
layout_setup_ws_ps = -305
holdWs_ps = 725
max_freq_mhz = 766
final_max_slew_viol_count = 0

[grt]
grt_remaining_overflow = 0
gr-usage-all-layers_pct = 3.30
grt_start_max_net_pins = 8
grt_pass1_wl_mm = 1.83
first_global_vias = 366
global_route.usage.met3_pct = 0.455
use_met1_pct = 4.62
initial_antenna_violation_count = 0
use_met2_pct = 5.54
globalRoute.busiestLayer = met2

[hold_path]
min_path_cells = 3
hold_wc_path_type = in -> out

[finish]
seq_cells = 0
area_growth_syn_to_layout_pct = 197
multi_input_comb_area_um2 = 277
seqCellArea_um2 = 0
layout.filler_cells = 374
final_area_um2 = 643
layout.clock_buffers = 0
post_route_cells_drive_above_1_share_pct = 79.0

[pwr]
power.static_leakage_nw = 0.278
power_density_nw_per_um2 = 419
finalPower_mw = 0.270
irDropWorstVdd_uv = 63.3

[synth]
syn-instance-count = 33
syn-cell-area_um2 = 216
synth.distinct_cells = 24
synth_stat.cells = 33
yosys.stat.chipArea_um2 = 216
yosysWarningCount = 1
syn_area_per_cell_um2 = 6.56
yosys.stat.seqShare_pct = 0

[detailed_routing]
vias_per_cell = 3.34
drtIter0Drc = 3
antenna_cells_inserted = 0
final_antenna_net_count = 0
post-route-drc-count = 0
routedWlPerCell_um = 10.8
via_count = 361
drt_wl_total_mm = 1.17
detailed_routing_iterations_pass_1 = 2

[die]
fp-utilization_pct = 6.34
floorplan.core_area_um2 = 3420
ios = 12
die-height_um = 80
fp.dieW_um = 80
die-area_um2 = 6400
std_cell_rows = 21

[cts]
cts_hold_repair.buffers = 0

[placement]
setup_slack_after_placement_ps = -1010
dp_hpwl_um = 576
portBuffers = 11
detailed_place.area_um2 = 413
gp_congestion = 0.780

[worst_setup_path]
worstSetupEndpointType = output pin
timing.critical_path.from_type = input port
worst-endpoint-required_ps = 800
critPathArrivalTime_ps = 1100
worst_setup_path_class = in -> out
critical_path_peak_fanout = 4

[job]
cap_viol_max_count = 0
warning_count = 34
## path summary, 6_finish.rpt
path,startpoint,to
hold / removal,n[2],seg[4]
setup / recovery,n[3],seg[0]
## cells in the mapped netlist (all sizes together)
cell type  count  share of area (%)
a21oi          1                2.3
a22o           1                4.0
a31oi          2                5.8
buf            4                 14
conb           1                1.7
inv            3                5.2
nand2          3                5.2
nand2b         2                9.2
nand3          1                2.3
nor2           1                1.7
nor3           2                4.6
nor4b          1                4.0
o211ai         1                5.8
o21a           1                3.5
o21ai          3                8.7
o22ai          1                2.9
o2bb2ai        1                4.0
o31ai          3                 10
xnor2          1                4.0
## stage by stage
stage | std cells | util (%)
after floorplan | 33 | -
after global placement | 94 | 12.1
after detailed placement | 94 | 12.1
after CTS | 106 | 17.3
after global routing | 108 | 18.8
final | 108 | 18.8
## routing by layer
metal	up-vias	wire length [um]
met3	0	50
met2	8	554
met5	-	0
met4	0	0
li1	178	-
met1	175	561
## power breakdown
part	leakage (nW)	internal (mW)	switching, mW	total, mW
clock network	0	0	0	0
registers	0	0	0	0
logic	0.278	0.155	0.115	0.270
## what timing repair did
action / CTS / global route
pin swaps: 11 / 4
endpoints found under the hold margin: 0 / 0
endpoints found under the setup margin: 7 / 7
setup buffers: 10 / 2
gates resized: 75 / 7
cloned: 2 / 0
## layout make-up
cell class	instances	area share (%)
repair buffers	33	45.9
multi-input cells	26	43.0
well taps	46	8.95
inverters	3	2.14
## cell families (layout without fill, tap and decap cells)
| logic type | count (synthesis) | in the layout | synth area share [%] |
|---|---|---|---|
| AOI/OAI and AO/OA | 14 | 14 | 47.4 |
| and+or+nand+nor | 10 | 10 | 27.2 |
| buffers and inverters | 7 | 36 | 19.6 |
| other | 1 | 1 | 1.73 |
| xor gates and xnor gates | 1 | 1 | 4.05 |
## cells in the final DEF (no fill, tap or decap), types with 2 or more instances in the layout
cell type,count
sky130_fd_sc_hd__buf_2,7
sky130_fd_sc_hd__nand2_1,2
sky130_fd_sc_hd__buf_6,10
sky130_fd_sc_hd__nand2b_4,2
sky130_fd_sc_hd__o21ai_2,3
sky130_fd_sc_hd__buf_8,2
sky130_fd_sc_hd__buf_4,13
## critical path, cell delays in order
cell	delay, ps
sky130_fd_sc_hd__buf_6	100
sky130_fd_sc_hd__buf_6	120
sky130_fd_sc_hd__buf_4	140
sky130_fd_sc_hd__xnor2_1	130
sky130_fd_sc_hd__a31oi_1	200
sky130_fd_sc_hd__o31ai_1	100
sky130_fd_sc_hd__buf_2	120
Power is estimated from default activity; no workload was simulated.
