===== ./config.mk =====
export PLATFORM = sky130hd
export DESIGN_NAME = fifo_1r1w
export DESIGN_NICKNAME = fifo_1r1w
export VERILOG_FILES = /design/flow/design.v
export SDC_FILE = /design/flow/constraint.sdc
export NUM_CORES = 4
export LEC_CHECK = 1
export CORE_UTILIZATION = 40

===== ./constraint.sdc =====
current_design fifo_1r1w

set clk_period 52.8
set clk_io_pct 0.2

create_clock -name clk0 -period $clk_period [get_ports {clk_i}]

set non_clock_inputs [all_inputs -no_clocks]
set_input_delay [expr $clk_period * $clk_io_pct] -clock clk0 $non_clock_inputs
set_output_delay [expr $clk_period * $clk_io_pct] -clock clk0 [all_outputs]

===== ./design.v =====
module fifo_1r1w #(
    parameter int DataWidth = 8,
    parameter int NumEntriesLog2 = 8
) (
    input  logic clk_i,
    input  logic reset_i,
    input  logic [DataWidth-1:0] data_i,
    input  logic                 valid_i,
    output logic                 ready_o,
    output logic                 valid_o,
    output logic [DataWidth-1:0] data_o,
    input  logic                 ready_i
);
    localparam logic [NumEntriesLog2:0] Depth = 1 << NumEntriesLog2;
    logic [DataWidth-1:0] mem [0:Depth-1];
    logic [NumEntriesLog2-1:0] wr_ptr, rd_ptr;
    logic [NumEntriesLog2:0]   count, count_n;
    assign ready_o = (count != Depth);
    assign valid_o = (count != 0);
    always_comb begin
        case ({valid_i & ready_o, valid_o & ready_i})
            2'b10: count_n = count + 1;
            2'b01: count_n = count - 1;
            default: count_n = count;
        endcase
    end
    always_ff @(posedge clk_i) begin
        if (reset_i) begin
            wr_ptr <= '0;
            rd_ptr <= '0;
            count  <= '0;
        end else begin
            count <= count_n;
            if (valid_i & ready_o)
                wr_ptr <= wr_ptr + 1;
            if (valid_o & ready_i)
                rd_ptr <= rd_ptr + 1;
        end
    end
    always_ff @(posedge clk_i) begin
        if (valid_i & ready_o)
            mem[wr_ptr] <= data_i;
    end
    assign data_o = mem[rd_ptr];
endmodule

===== ./run.sh =====
#!/bin/bash
# OpenROAD 26Q1-2900-gdf79404cd8, Yosys 0.63+post, stock flow scripts
make -C /OpenROAD-flow-scripts/flow DESIGN_CONFIG=/design/flow/config.mk WORK_HOME=/design/flow/orfs finish

==> impl_metrics.yaml <==
# yosys + openroad results
job:
  maxCapViolations: 0
  openroad.warnings: 40
synthesis:
  yosysTopAreaCellShare_pct: 76.1
  ranking_of_synthesized_cells_by_area: "edfxtp_1, mux4_2, nor2_1"
  synth.largest_area_cell: "edfxtp_1"
  synth_top_cell_by_count: "edfxtp_1"
  synth-area-yosys_mm2: 0.0809
  yosys-top-cells-count: "edfxtp_1, mux4_2, nor2_1"
  synth.avg_cell_area_um2: 20.2
  dominantRegCellSynth: "edfxtp_1"
  postSynth.asyncResetShare_pct: 0
  synth_area_mm2: 0.0809
  yosys.cell_types.count: 60
  yosys_register_bits: 2081
  syn_inst: 4011
  synth.yosys.num_cells: 4011
  yosysSeqAreaShare_pct: 76.9
  count_of_flip_flops_with_a_built_in_enable_after_synthesis: 2048
  synthesis.yosys.warnings: 1
power_and_ir_drop:
  cellPowerDensity_mw_per_mm2: 41.6
  seq_power_share_pct: 48.8
  switching_share_pct: 24.5
  internal-power_mw: 2.84
  netSwitchingPower_uw: 925
  power.static_leakage_nw: 27.1
  worst_ir_drop_vdd_v: 0.0000387
  comb_power_share_pct: 14.2
  clock_share_of_power_pct: 37.0
grt:
  initial_antenna_violation_count: 3
  grtUsageTotal_pct: 21.0
  first_pass_grt_wire_length_um: 285000
  grt_max_degree: 136
  grt_pass1_vias: 42600
  grt.overflow.total: 0
routing:
  dr.pass1.iters: 7
  via_per_inst: 5.64
  first_iter_violations: 2698
  post-route-drc-count: 0
  total_wirelength_of_the_detailed_routed_design_um: 192000
  wl_per_cell_um: 27.6
  antenna_left: 0
  vias: 39300
clocking:
  clk_pin_slew_ns: 0.06
  postCtsHoldBufs: 0
  max-clock-path-buffers: 3
  cts_resized: 0
  cts_root_buf: "clkbuf_16"
  cts_setup_buffers: 0
  tritoncts_num_sinks: 2081
  cts_inserted_buffers: 206
  insertion_delay_at_the_late_pin_of_the_worst_skew_pair_ns: 0.85
  cts_tree: "done"
  htreeDepth: 4
finish:
  final_cell_count_no_fill: 6961
  synthToLayoutAreaGrowth_pct: 12.1
  final_layout_size_suffix_gt1_share_pct: 21.7
placed_design:
  gp_congestion: 0.868
  placed_cells: 6579
  preCtsSetupSlack_ns: 36.08
  dp_hpwl_um: 113000
  portBuffers: 21
sta:
  post-route-worst-setup-slack_ns: 35.22
  fin_hold_viols: 0
  max_slew.worst_pin.slew_ns: 1.15
  finalWorstPathRequiredPeriod_ns: 17.58
  report.final.setup_viol: 0
  slew-limit-headroom_pct: 22.7
  slew_viol_final: 0
  max_fclk_mhz: 56.9
  finalCritPeriodShare_pct: 33.3
  worst_clock_skew_ns: 0.0472
  finalSetupTns_ns: 0
  rsz0062_at_grt: "false"
die:
  core-area_mm2: 0.200
  design.portCount: 22
  die_width_um: 452
  chipArea_mm2: 0.204
  die.size.y_um: 452
  floorplanUtilization_pct: 40.4
  std_cell_rows: 164
worst_setup_path:
  worst_setup_path_start_kind: "flop"
  cp.required_ns: 42.24
  timing.critical_path.to_type: "output pin"
  crit_path_max_fanout: 72
  timing_worst_setup_path_type: "flop to output pin"
  cp_data_arrival_time_ns: 7.02
outcome:
  status: "complete, no violations"
min_path:
  min_path_type: "flop to flop"
kinds of logic (layout without fill, tap and decap cells):
family	Yosys count	in the layout	share of synthesized area [%]
flip-flops	2081	2081	76.9
multiplexers	589	589	13.8
AND/OR/NAND/NOR	584	584	3.14
AND-OR/OR-AND	473	473	4.06
buffers and inverters	256	549	1.74
XOR/XNOR	20	20	0.217
adder cells (fa/ha/maj)	8	8	0.124
other	0	1	0
layout by cell type (no fill, tap or decap), types with 10 or more instances in the layout:
master	synthesis	routed
xor2_1	16	16
a211oi_1	27	27
bufinv_16	0	10
mux4_2	416	416
nor3_1	37	37
a22o_1	18	18
o221ai_1	35	35
nand4_1	14	14
clkbuf_16	0	207
or3_1	11	11
dfxtp_1	33	27
nand2b_1	11	10
mux2_2	73	73
and3_1	11	11
nand2_1	90	89
clkinv_2	0	35
nor2_1	333	331
mux2i_1	100	100
a22oi_1	129	129
o31ai_1	22	22
a21oi_1	113	113
o22ai_1	53	53
a221oi_1	31	31
clkdlybuf4s50_1	0	13
edfxtp_1	2048	2048
nand3_1	29	29
o21ai_0	17	17
clkbuf_1	107	42
nor2b_1	17	13
clkinv_1	1	61
buf_4	27	130
sequential cells by signal, indices dropped and copies added, names as in the netlist, named ones only:
| register | count |
|---|---|
| mem | 2048 |
| rd_ptr | 8 |
| count | 9 |
| wr_ptr | 8 |
layer usage:
metal  share of wire [%]  global-route usage [%]
met5                0.12                   0.933
met1                  35                    27.6
met3                  14                    13.3
met4                 2.6                    4.36
met2                  48                    31.2
power by group through the flow:
| stage | combinational [mW] | sequential, mW | clock (mW) |
|---|---|---|---|
| 4_1_cts | 0.546 | 1.84 | 1.42 |
| 6_report | 0.535 | 1.84 | 1.40 |
| 5_1_grt | 0.580 | 1.84 | 1.48 |
final timing paths:
kind	startpoint	cells after the start	endpoint	slack (ns)
min	rd_ptr[7]	2	flop	0.52
max reg2reg	count[0]	13	count[8]	48.17
min reg2reg	rd_ptr[7]	2	flop	0.52
max	flop	13	data_o[2]	35.22
area by class of cell:
type | instances | area, um^2
Antenna cell | 1 | 2.50
Inverter | 10 | 37.5
Sequential cell | 2081 | 62200
Multi-Input combinational cell | 1674 | 17300
Clock inverter | 126 | 1010
Fill cell | 16600 | 110000
Timing Repair Buffer | 158 | 1370
Tap cell | 2656 | 3320
Clock buffer | 255 | 5420
through the flow:
| step | area (um^2) | hold WS (ns) | utilization [%] | power, mW |
|---|---|---|---|---|
| after global routing | 90700 | 0.552 | 45.3 | 3.90 |
| after detailed placement | 84200 | 0.509 | 42.1 | 2.42 |
| final | 90700 | 0.516 | 45.3 | 3.77 |
| after global placement | 84200 | 0.487 | 42.1 | 2.41 |
| after floorplan | 80900 | 0.472 | - | 2.26 |
| after CTS | 90700 | 0.517 | 45.3 | 3.81 |
worst max-delay path, stage by stage (launching register included):
cell and delay (ns):
dfxtp_4 0.76, buf_12 0.54, buf_4 0.57, buf_4 0.54, buf_4 0.62, mux4_2 0.58, a22oi_1 0.27, a21oi_1 0.11
a211oi_1 0.91, buf_4 0.26, o31ai_1 0.07, nand3_1 0.19, nor3_1 0.13, clkdlybuf4s50_1 0.45
Power figures rest on the tool's default switching activity, not on a simulated workload.
