==> design.v <==
`timescale 1ns / 1ps
module selector(
input [15:0] N,
input [3:0] sel,
output [3:0] H
    );
     assign H[3:0] = (N[15:12]&{4{sel[3]}})|(N[11:8]&{4{sel[2]}})|(N[7:4]&{4{sel[1]}})|(N[3:0]&{4{sel[0]}});
endmodule
==> run.sh <==
#!/bin/bash
# OpenROAD 26Q1-2900-gdf79404cd8, Yosys 0.63+post, stock flow scripts
make -C /OpenROAD-flow-scripts/flow DESIGN_CONFIG=/design/flow/config.mk WORK_HOME=/design/flow/orfs finish
==> config.mk <==
export PLATFORM = sky130hd
export DESIGN_NAME = selector
export DESIGN_NICKNAME = selector
export VERILOG_FILES = /design/flow/design.v
export SDC_FILE = /design/flow/constraint.sdc
export NUM_CORES = 4
export LEC_CHECK = 1
export CORE_AREA = 10 10 70 70
export DIE_AREA = 0 0 80 80
==> constraint.sdc <==
current_design selector

set clk_period 1.2
set clk_io_pct 0.2

create_clock -name clk0 -period $clk_period

set non_clock_inputs [all_inputs -no_clocks]
set_input_delay [expr $clk_period * $clk_io_pct] -clock clk0 $non_clock_inputs
set_output_delay [expr $clk_period * $clk_io_pct] -clock clk0 [all_outputs]
==> results.txt <==
Summary of the current implementation state.

- The via count of the first global-routing pass came to 228.
- The final-report setup violation count is 0, for reference.
- The library cells used most frequently in the layout, excluding fill and tap cells, are sky130_fd_sc_hd__dlygate4sd2_1, sky130_fd_sc_hd__a22oi_2, sky130_fd_sc_hd__nand2_1, sky130_fd_sc_hd__buf_2, sky130_fd_sc_hd__a22oi_1.
- The total tool warning count is 33, for reference.
- The wire length of the first global-routing pass is 1220 µm, for reference.
- The average cell area after synthesis is 6.26 µm², for reference.
- The script computed a power per unit cell area of 252 mW/mm².
- Dividing the detail-routed via count by the number of cells gives 2.56.
- The net switching component of the power is 0.0329 mW, for reference.
- The count of inserted antenna diode cells is 0, for reference.
- For met2 alone, demand over resource in global routing was 0.0465.
- Detailed placement reports a standard cell area of 373 µm².
- Setup repair after global routing could not meet its margin everywhere.
- Once iteration 0 of detailed routing completed, the report listed 7 DRC markers.
- The final layout contains a sequential cell count of 0.
- The fraction of the mapped netlist area in adder cells is 0, for reference.
- met3 track demand over resource after global routing is 0.0102.
- The worst setup path is captured at a primary output.
- Per the slew report, the remaining headroom to the max-slew limit stands at 0.857.
- Looking at the max-slew report, the worst-margin pin has a slew of 0.215 ns.
- In the final report, the number of pins over their slew limit comes to 0.
- The dominant combinational cell family by area after synthesis is AND-OR/OR-AND gates, for reference.
- The hold-fix buffer count after cts is 0, for reference.
- The die footprint is 0.00640 mm², for reference.
- The static leakage is 0.159 nW, for reference.
- The number of nets with antenna violations after routing is 0, for reference.
- The XOR/XNOR share of the synthesized area is 0, for reference.
- The cell count listed in synth_stat.txt is 12, for reference.
- The highest supply drop recorded on VDD is 0.0000206 V.
- The worst setup path is of the primary input to primary output kind.
- For this configuration, the core starts out at a cell density of 0.0220.
- The final weighted congestion in routability-driven placement is 0.814, for reference.
- Of the total synthesized cell area, the portion taken by AND-OR and OR-AND cells is 0.800.
- Counting the warning lines in the Yosys log gives 0.
- Detailed routing inserted a total of 210 vias.
- The required time reported for the critical path endpoint is 0.96 ns, for reference.
- The arrival time at the worst endpoint is 0.94 ns, for reference.
- Total global-route track usage over all layers is 0.0242.
- Per the timing report, the achievable frequency comes out to 849 MHz.
- According to the hold report, the worst path is of the primary input to primary output type.
- The core area is 0.00342 mm², for reference.
- The final timing report lists a hold violation count of 0.
- For this block, the routed nets add up to 872 µm of wire.
- After synthesis, the netlist uses 2 different library cells.
- The area taken by flip-flops and latches is 0 µm², for reference.
- Of the total power, combinational logic draws 1.000.
- The kind of launch point of the worst setup path is a primary input, for reference.
- The met1 usage is 0.0250, for reference.
- In the power breakdown, the internal column shows 0.0584 mW.
- Entering global routing, the biggest net connects 5 pins.
- Port buffering added 24 buffers.
- The post-synthesis sequential area ratio is 0, for reference.
- The layout overhead on the synthesized area is 382%, for reference.
- Summed over all layers, the global routing overflow is 0.
- After layout, the minimum clock period comes to 1.18 ns.
- The die extent in x is 80 µm, for reference.
- 24 I/O pins were placed.
- The number of instances in the synthesized netlist is 12, for reference.
- The floorplan has 21 rows.
- The switching portion of total power comes to 0.360.
- The initial antenna violation count is 0, for reference.
- The multi-input combinational cell area is 105 µm², for reference.
- Measured against the total synthesized area, the mux share comes to 0.
- Counting only logic cells after layout, the most numerous master is sky130_fd_sc_hd__dlygate4sd2_1.
- The relative contribution of the clock network to total power is 0, for reference.
- The cell area after technology mapping is 75.1 µm², for reference.
- The power report attributes to the sequential group a share of 0.
- The routed design shows a wire length per standard cell of 10.6 µm.
- The final standard cell area without fillers is 362 µm², for reference.
- The clock buffer instance count of the final layout is 0, for reference.
- The number of detailed-routing iterations run before antenna repair is 2, for reference.
- The total power draw is 0.0913 mW, for reference.
- The total of fill cells in the finished design is 405, for reference.
- In this run the post-CTS setup repair buffer count came out at 0.
- The final timing summary puts the cycle share of the worst path at 0.982.
- The DRC violation total left in the routed layout is recorded as 0.
- Per the OpenROAD floorplan log, the height of the die is 80 µm.
- The area fraction in and, or, nand and nor cells is 0.200, for reference.
- The global routing stage identified its most utilized layer as met2.
- The area of the synthesized netlist per yosys stat is 75.1 µm², for reference.
- The report shows a maximum critical-path fanout of 4.
- The fraction of final layout cells sized beyond drive strength 1 is 0.278, for reference.
- The flow ran to the end, and the final reports show no timing, DRC or antenna violations.
- The reported max-cap violation count is 0, for reference.
## final timing paths
| check | from | cells after the start | slack [ns] | to |
|---|---|---|---|---|
| max | sel[3] | 4 | 0.02 | H[2] |
| min | N[8] | 4 | 0.76 | H[0] |
## per-stage QoR
step	cells	setup TNS (ns)	utilization	hold WS (ns)	setup slack (ns)
2_1_floorplan	12	0	-	0.552	0.524
3_5_place_dp	82	-2.03	0.109	1.49	-0.516
6_report	82	0	0.106	0.765	0.0215
3_3_place_gp	82	-2.01	0.109	1.48	-0.515
5_1_grt	82	-0.00306	0.106	0.795	-0.00289
4_1_cts	82	0	0.0993	0.879	0.00784
## power groups by stage
stage / clock, mW / sequential, mW / combinational (mW)
5_1_grt: 0 / 0 / 0.100
4_1_cts: 0 / 0 / 0.0856
6_report: 0 / 0 / 0.0913
## Yosys cell counts
library cell | count | share of area
sky130_fd_sc_hd__a22oi_1 | 8 | 0.80
sky130_fd_sc_hd__nand2_1 | 4 | 0.20
## per-layer routing
metal	wire [µm]	part of all wire
met1	337	0.39
met5	0	0
met4	0	0
met2	422	0.48
met3	112	0.13
## critical path, cell delays in order
cell,delay [ns]
sky130_fd_sc_hd__dlygate4sd2_1,0.29
sky130_fd_sc_hd__a22oi_2,0.21
sky130_fd_sc_hd__nand2_1,0.07
sky130_fd_sc_hd__buf_2,0.12
## cells by family after synthesis
group	Yosys count
simple gates	4
compound gates	8
## what timing repair did
item,4_1_cts,5_1_grt
pin swaps,11,3
endpoints found under the hold margin,0,0
endpoints found under the setup margin,4,3
gates resized,34,5
## layout make-up
type,count,area share
Tap cell,46,0.159
Timing Repair Buffer,24,0.550
Multi-Input combinational cell,12,0.291
Power figures rest on the tool's default switching activity, not on a simulated workload.
